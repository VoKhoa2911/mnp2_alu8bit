`design/flow/run.sh`:
```
#!/bin/bash
# OpenROAD 26Q1-2900-gdf79404cd8, Yosys 0.63+post, stock flow scripts
make -C /OpenROAD-flow-scripts/flow DESIGN_CONFIG=/design/flow/config.mk WORK_HOME=/design/flow/orfs finish
```
`design/flow/config.mk`:
```
export PLATFORM = sky130hd
export DESIGN_NAME = synth_wrapper
export DESIGN_NICKNAME = synth_wrapper
export VERILOG_FILES = /design/flow/design.v
export SDC_FILE = /design/flow/constraint.sdc
export NUM_CORES = 4
export LEC_CHECK = 1
export CORE_AREA = 10 10 105 105
export DIE_AREA = 0 0 115 115
```
`design/flow/constraint.sdc`:
```
current_design synth_wrapper

set clk_period 5.6
set clk_io_pct 0.2

create_clock -name clk0 -period $clk_period [get_ports {clk}]

set non_clock_inputs [all_inputs -no_clocks]
set_input_delay [expr $clk_period * $clk_io_pct] -clock clk0 $non_clock_inputs
set_output_delay [expr $clk_period * $clk_io_pct] -clock clk0 [all_outputs]
```
`design/flow/design.v`:
```
module alu8bit (
    input wire [2:0] op,           
    input wire [7:0] a,            
    input wire [7:0] b,            
    output wire [7:0] result,      
    output wire [3:0] alu_flags,   
    output wire carry              
);
    parameter OP_ADD      = 3'b000;
    parameter OP_SUB      = 3'b001;
    parameter OP_AND      = 3'b010;
    parameter OP_OR       = 3'b011;
    parameter OP_NOT      = 3'b100;
    parameter OP_SLL      = 3'b101;
    parameter OP_SRL      = 3'b110;
    parameter OP_OUTPUT_A = 3'b111;
    wire [7:0] add_result, sub_result, and_result, or_result, not_result;
    wire [7:0] shift_left_result, shift_right_result;
    wire add_carry, sub_carry;
    reg [7:0] w_result;
    reg [3:0] w_alu_flags;
    reg w_carry;
    assign result = w_result;
    assign alu_flags = w_alu_flags;
    assign carry = w_carry;
    csa_8bit u_add (
        .a   (a),
        .b   (b),
        .sum   (add_result),
        .c_o(add_carry)
    );
    sub_8bit u_sub (
        .a   (a),
        .b   (b),
        .sub   (sub_result),
        .b_o (sub_carry)
    );
    and_8bit u_and (
        .a   (a),
        .b   (b),
        .c_o (and_result)
    );
    or_8bit u_or (
        .a   (a),
        .b   (b),
        .c_or (or_result)
    );
    not_8bit u_not (
        .a   (a),
        .y (not_result)
    );
    shift_left_8bit u_sll (
        .a   (a),
        .b   (b),
        .y   (shift_left_result)
    );
    shift_right_8bit u_srl (
        .a   (a),
        .b   (b),
        .y   (shift_right_result)
    );
    always @(*) begin
        w_carry = 1'b0;
        case (op)
            OP_ADD: begin
                w_result = add_result;
                w_carry  = add_carry;
            end
            OP_SUB: begin
                w_result = sub_result;
                w_carry  = sub_carry;
            end
            OP_AND:    w_result = and_result;
            OP_OR:     w_result = or_result;
            OP_NOT:    w_result = not_result;
            OP_SLL:    w_result = shift_left_result;
            OP_SRL:    w_result = shift_right_result;
            OP_OUTPUT_A: w_result = a;
            default: begin
                w_result = 8'b0;
                w_carry  = 1'b0;
            end
        endcase
    end
    assign w_alu_flags[3] = w_result[7];                  
    assign w_alu_flags[2] = (w_result == 8'b0);           
    assign w_alu_flags[1] = w_carry;                      
    assign w_alu_flags[0] = (a[7] ^ b[7] ^ w_result[7]);  
endmodule
module and_8bit (
    input       [7:0] a, b,
    output wire [7:0] c_o
);
and (c_o[0], a[0], b[0]);
and (c_o[1], a[1], b[1]);
and (c_o[2], a[2], b[2]);
and (c_o[3], a[3], b[3]);
and (c_o[4], a[4], b[4]);
and (c_o[5], a[5], b[5]);
and (c_o[6], a[6], b[6]);
and (c_o[7], a[7], b[7]);
endmodule 
module csa_8bit (
    input [7:0] a,b,
    output [7:0] sum,
    output       c_o
);
wire [3:0] sum_l, sum_h;
wire       carry_l, carry_h;
ripple_4bit block0 (
    .a(a[3:0]),
    .b(b[3:0]),
    .c_i(1'b0),
    .sum(sum_l),
    .c_o(carry_l)
);
ripple_4bit block1 (
    .a(a[7:4]),
    .b(b[7:4]),
    .c_i(carry_l),
    .sum(sum_h),
    .c_o(c_o)
);
assign sum = {sum_h, sum_l};
endmodule
module full_adder (
    input a,b,c_i,
    output sum, c_o
);
wire s1, c1, c2;
xor (s1,a,b);      
xor (sum,s1,c_i);  
and (c1,a,b);      
and (c2,s1,c_i);   
or (c_o,c1,c2);    
endmodule 
module mux2 (
    input       a, b, sel,
    output wire out
);
wire nsel;
wire x, y;
not (nsel, sel);  
and (x, a, nsel);  
and (y, b, sel);   
or  (out, x, y);   
endmodule 
module not_8bit (
    input       [7:0] a,
    output wire [7:0] y
);
nand (y[0], a[0], a[0]);
nand (y[1], a[1], a[1]);
nand (y[2], a[2], a[2]);
nand (y[3], a[3], a[3]);
nand (y[4], a[4], a[4]);
nand (y[5], a[5], a[5]);
nand (y[6], a[6], a[6]);
nand (y[7], a[7], a[7]);
endmodule
module or_8bit (
    input       [7:0] a,b,
    output wire [7:0] c_or
);
or (c_or[0], a[0], b[0]);
or (c_or[1], a[1], b[1]);
or (c_or[2], a[2], b[2]);
or (c_or[3], a[3], b[3]);
or (c_or[4], a[4], b[4]);
or (c_or[5], a[5], b[5]);
or (c_or[6], a[6], b[6]);
or (c_or[7], a[7], b[7]);
endmodule
module ripple_4bit (
    input [3:0] a,b,
    input       c_i,
    output [3:0] sum,
    output       c_o
);
wire [2:0] carry;
full_adder fa0 (a[0], b[0], c_i,      sum[0], carry[0]);
full_adder fa1 (a[1], b[1], carry[0], sum[1], carry[1]);
full_adder fa2 (a[2], b[2], carry[1], sum[2], carry[2]);
full_adder fa3 (a[3], b[3], carry[2], sum[3], c_o);
endmodule 
module shift_left_8bit (
    input       [7:0] a,b,
    output wire [7:0] y
);
wire [7:0] s0,s1,s2;
mux2 m00 (.sel(b[0]), .a(a[7]), .b(a[6]), .out(s0[7]));
mux2 m01 (.sel(b[0]), .a(a[6]), .b(a[5]), .out(s0[6]));
mux2 m02 (.sel(b[0]), .a(a[5]), .b(a[4]), .out(s0[5]));
mux2 m03 (.sel(b[0]), .a(a[4]), .b(a[3]), .out(s0[4]));
mux2 m04 (.sel(b[0]), .a(a[3]), .b(a[2]), .out(s0[3]));
mux2 m05 (.sel(b[0]), .a(a[2]), .b(a[1]), .out(s0[2]));
mux2 m06 (.sel(b[0]), .a(a[1]), .b(a[0]), .out(s0[1]));
mux2 m07 (.sel(b[0]), .a(a[0]), .b(1'b0), .out(s0[0]));
mux2 m10 (.sel(b[1]), .a(s0[7]), .b(s0[5]), .out(s1[7]));
mux2 m11 (.sel(b[1]), .a(s0[6]), .b(s0[4]), .out(s1[6]));
mux2 m12 (.sel(b[1]), .a(s0[5]), .b(s0[3]), .out(s1[5]));
mux2 m13 (.sel(b[1]), .a(s0[4]), .b(s0[2]), .out(s1[4]));
mux2 m14 (.sel(b[1]), .a(s0[3]), .b(s0[1]), .out(s1[3]));
mux2 m15 (.sel(b[1]), .a(s0[2]), .b(s0[0]), .out(s1[2]));
mux2 m16 (.sel(b[1]), .a(s0[1]), .b(1'b0), .out(s1[1]));
mux2 m17 (.sel(b[1]), .a(s0[0]), .b(1'b0), .out(s1[0]));
mux2 m20 (.sel(b[2]), .a(s1[7]), .b(s1[3]), .out(s2[7]));
mux2 m21 (.sel(b[2]), .a(s1[6]), .b(s1[2]), .out(s2[6]));
mux2 m22 (.sel(b[2]), .a(s1[5]), .b(s1[1]), .out(s2[5]));
mux2 m23 (.sel(b[2]), .a(s1[4]), .b(s1[0]), .out(s2[4]));
mux2 m24 (.sel(b[2]), .a(s1[3]), .b(1'b0), .out(s2[3]));
mux2 m25 (.sel(b[2]), .a(s1[2]), .b(1'b0), .out(s2[2]));
mux2 m26 (.sel(b[2]), .a(s1[1]), .b(1'b0), .out(s2[1]));
mux2 m27 (.sel(b[2]), .a(s1[0]), .b(1'b0), .out(s2[0]));
assign y = s2;
endmodule
module shift_right_8bit (
    input  [7:0] a,       
    input  [7:0] b,       
    output wire [7:0] y   
);
    wire [7:0] s0, s1, s2;
    mux2 m00 (.sel(b[0]), .a(a[0]), .b(a[1]), .out(s0[0]));
    mux2 m01 (.sel(b[0]), .a(a[1]), .b(a[2]), .out(s0[1]));
    mux2 m02 (.sel(b[0]), .a(a[2]), .b(a[3]), .out(s0[2]));
    mux2 m03 (.sel(b[0]), .a(a[3]), .b(a[4]), .out(s0[3]));
    mux2 m04 (.sel(b[0]), .a(a[4]), .b(a[5]), .out(s0[4]));
    mux2 m05 (.sel(b[0]), .a(a[5]), .b(a[6]), .out(s0[5]));
    mux2 m06 (.sel(b[0]), .a(a[6]), .b(a[7]), .out(s0[6]));
    mux2 m07 (.sel(b[0]), .a(a[7]), .b(1'b0), .out(s0[7]));
    mux2 m10 (.sel(b[1]), .a(s0[0]), .b(s0[2]), .out(s1[0]));
    mux2 m11 (.sel(b[1]), .a(s0[1]), .b(s0[3]), .out(s1[1]));
    mux2 m12 (.sel(b[1]), .a(s0[2]), .b(s0[4]), .out(s1[2]));
    mux2 m13 (.sel(b[1]), .a(s0[3]), .b(s0[5]), .out(s1[3]));
    mux2 m14 (.sel(b[1]), .a(s0[4]), .b(s0[6]), .out(s1[4]));
    mux2 m15 (.sel(b[1]), .a(s0[5]), .b(s0[7]), .out(s1[5]));
    mux2 m16 (.sel(b[1]), .a(s0[6]), .b(1'b0), .out(s1[6]));
    mux2 m17 (.sel(b[1]), .a(s0[7]), .b(1'b0), .out(s1[7]));
    mux2 m20 (.sel(b[2]), .a(s1[0]), .b(s1[4]), .out(s2[0]));
    mux2 m21 (.sel(b[2]), .a(s1[1]), .b(s1[5]), .out(s2[1]));
    mux2 m22 (.sel(b[2]), .a(s1[2]), .b(s1[6]), .out(s2[2]));
    mux2 m23 (.sel(b[2]), .a(s1[3]), .b(s1[7]), .out(s2[3]));
    mux2 m24 (.sel(b[2]), .a(s1[4]), .b(1'b0), .out(s2[4]));
    mux2 m25 (.sel(b[2]), .a(s1[5]), .b(1'b0), .out(s2[5]));
    mux2 m26 (.sel(b[2]), .a(s1[6]), .b(1'b0), .out(s2[6]));
    mux2 m27 (.sel(b[2]), .a(s1[7]), .b(1'b0), .out(s2[7]));
    assign y = s2;
endmodule
module sub_8bit (
    input [7:0] a, b,
    output wire b_o,
    output wire [7:0] sub
);
wire [7:0] not_b;
not_8bit sub1 (
    .a (b),
    .y (not_b)
);
csa_8bit adder (
    .a (a),
    .b (b),
    .sum (sub),
    .c_o (b_o)
);
endmodule 
module synth_wrapper(
	input wire clk,
	input wire rst_n,
	input wire [2:0] op,
	input wire [7:0] a,
	input wire [7:0] b,
	output reg [7:0] result,
	output reg [3:0] alu_flag,
	output reg carry
	);
	reg [2:0] op_reg;
	reg [7:0]  a_reg, b_reg;
	wire [7:0] result_reg;
	wire [3:0] alu_flag_reg;
	wire carry_reg;
	alu8bit ALU(
    	.op			(op_reg),           
    	.a			(a_reg),            
    	.b			(b_reg),            
    	.result		(result_reg),       
    	.alu_flags	(alu_flag_reg),    
    	.carry		(carry_reg)               
);
	assign result = result_reg;
	always @(posedge clk or negedge rst_n) begin
		if (!rst_n) begin
			a_reg <= 8'b00000000;
			b_reg <= 8'b00000000;
			op_reg <= 3'b000;
			alu_flag <= 4'b0000;
			carry <= 1'b0;
		end
		else begin
			a_reg <= a;
			b_reg <= b;
			op_reg <= op;
			alu_flag<=alu_flag_reg;
			carry <= carry_reg;
		end
	end
endmodule
```
==> flow_summary.json <==
{
  "diodes": 0,
  "final_max_slew_viol_count": 0,
  "grt_pass1_vias": 1721,
  "synth_cell_types": 44,
  "globalRouteTotalUtil": 0.0841,
  "grt_max_degree": 30,
  "worst_r2r_path_depth": 16,
  "route.vias.total": 1642,
  "critical_path.max_stage_delay_ns": 0.45,
  "worst_pin_slew_ns": 0.899,
  "clk_pin_slew_ns": 0.09,
  "critPathLaunchType": "register",
  "timing.final.crit_share": 0.959,
  "class_of_the_most_critical_hold_timing_path": "register to register",
  "max-slew-margin-rel": 0.392,
  "outcome": "finished, final reports clean",
  "post_synth_inst_count": 206,
  "global_route.usage.met1": 0.113,
  "postSynthSeqShare": 0.292,
  "enable_flop_cells": 0,
  "cap_viol_max_count": 0,
  "placeableCoreArea_um2": 8760,
  "cts_sinks": 23,
  "power_density_nw_per_um2": 174,
  "post_drt_wl_per_cell_um": 15.6,
  "hold_depth": 3,
  "cp_arrival_ns": 4.25,
  "worstSetupPathType": "register to primary output",
  "report.final.setup_viol": 0,
  "combPwrFrac": 0.306,
  "clock_insertion_delay_at_the_later_pin_of_the_skew_report_ns": 0.27,
  "syn_area_per_cell_um2": 9.57,
  "timing.rr.start": "a_reg[0]$_DFF_PN0_",
  "dr.first_iter.drc_count": 148,
  "total_of_flip_flops_plus_latches_after_synthesis": 23,
  "cts_htree_levels": 1,
  "p_sw_frac": 0.308,
  "drt_pass1_iterations": 4,
  "timing.fmax_ghz": 0.186,
  "io_pins": 34,
  "fp.dieH_um": 115,
  "layout_top_cell": "clkdlybuf4s50_1",
  "layout_top_cells": "clkdlybuf4s50_1, inv_1, dfrtp_1",
  "share_seq_of_total_power": 0.442,
  "power.clock.fraction": 0.252,
  "grt_use_met3": 0.0264,
  "fin_worst_skew_ns": 0.000825,
  "finalWirelength_um": 5370,
  "power.internal_w": 0.000299,
  "critPathSlowestCell": "fa_1",
  "ctsRootBufferMaster": "clkbuf_8",
  "hold_violations": 0,
  "ys.warnings.count": 7,
  "area_growth_pct": 25.9,
  "grt_setup_unrepaired": "no",
  "crit_path_max_fanout": 3,
  "hpwlAfterDp_um": 3970,
  "grt_first_pass_wirelength_um": 9030,
  "startpoint_of_the_worst_setup_timing_path": "a_reg[0]$_DFF_PN0_",
  "io_buffer_count": 33,
  "net-switching-power_w": 0.000133,
  "ys_dominant_reg_cell": "dfrtp_1",
  "tool_warnings": 40,
  "crit_chain": "ha_1 -> inv_1 -> fa_1 -> inv_1 -> fa_1 -> fa_2 -> fa_2 -> fa_2 -> fa_1 -> inv_1 -> fa_1 -> inv_1 -> o32ai_1 -> o31ai_2 -> dlygate4sd2_1",
  "cp_data_required_time_ns": 4.48,
  "fp_util": 0.225,
  "p_leak_nw": 1.07,
  "grt_overflow": 0,
  "worst_ir_drop_vdd_mv": 0.109,
  "fin_total_pwr_w": 0.000431,
  "cts_tree": "done",
  "cts-root-to-sink-buffers": 2,
  "die.size.x_um": 115,
  "routed_via_density": 4.77,
  "synth-async-reset-ratio": 1.00,
  "antenna_left": 0,
  "place_congestion": 0.910,
  "cts_made_buffers": 3,
  "grt_antenna_before_repair": 0,
  "critical_path.endpoint_type": "primary output",
  "fin_crit_ns": 5.37,
  "grt_util_met2": 0.131,
  "holdCritStartpoint": "b_reg[7]$_DFF_PN0_",
  "placementRows": 34,
  "ys_cells": 206,
  "route.detailed.drc": 0,
  "final.setup.tns_ns": 0,
  "fp.dieArea_um2": 13200,
  "synth_area_um2": 1970,
  "global_route.peak_usage_layer": "met2",
  "drive_above_1_share": 0.102,
  "chip_area_in_the_yosys_report_um2": 1970
}
cells in the mapped netlist (2+ instances only):
library cell	number	area share
a31oi_1	5	0.016
fa_1	7	0.071
ha_1	17	0.11
a211oi_1	2	0.0076
buf_2	9	0.023
clkbuf_1	4	0.0076
nand3_1	3	0.0076
mux2i_1	9	0.046
and3_1	2	0.0063
mux4_2	4	0.046
nand2_1	15	0.029
inv_1	24	0.046
a22oi_1	4	0.015
mux4_1	2	0.027
nor2_1	16	0.030
o211ai_1	4	0.015
o21ai_0	10	0.025
dfrtp_1	23	0.29
a21oi_1	6	0.015
nor4bb_1	2	0.010
o32ai_1	2	0.0089
a221oi_1	3	0.013
nand3b_1	2	0.0076
and4_1	2	0.0089
o31ai_1	2	0.0076
nand2b_1	8	0.025
buf_4	2	0.0076
cells by family after synthesis:
| group | Yosys count | share of synthesized area |
|---|---|---|
| compound gates | 46 | 0.162 |
| xor+xnor | 1 | 0.00444 |
| fa+ha+maj | 24 | 0.179 |
| buf+inv | 41 | 0.0914 |
| flops | 23 | 0.292 |
| mux | 15 | 0.118 |
| simple gates | 56 | 0.153 |
path summary, 6_finish.rpt:
path,slack (ns),end
worst max register to register,1.27,alu_flag[2]$_DFF_PN0_
max in group asynchronous,4.19,b_reg[0]$_DFF_PN0_
min in group asynchronous,1.19,b_reg[6]$_DFF_PN0_
worst max-delay path,0.23,result[7]
worst min-delay path,0.75,alu_flag[0]$_DFF_PN0_
worst min register to register,0.75,alu_flag[0]$_DFF_PN0_
power groups by stage:
| stage | combinational [W] | sequential, W | clock, W |
|---|---|---|---|
| 5_1_grt | 0.000150 | 0.000193 | 0.000125 |
| 4_1_cts | 0.000132 | 0.000191 | 0.000118 |
| 6_report | 0.000132 | 0.000191 | 0.000109 |
metal layers:
layer | vias up | share of wire
li1 | 783 | -
met1 | 754 | 0.42
met2 | 91 | 0.47
met3 | 14 | 0.082
met4 | 0 | 0.032
met5 | - | 0
worst max-delay path, delay by kind of cell, from the launching register on:
kind            cells  cell delay, ns
compound gates      2            0.17
fa+ha+maj           8            2.90
buf+inv             5            0.52
flops               1            0.39
per-stage QoR:
stage	setup WS (ns)	area [µm²]	hold WS, ns	utilization	cells
3_5_place_dp	-0.0378	2410	0.735	0.276	339
6_report	0.231	2480	0.746	0.283	344
3_3_place_gp	-0.0213	2410	0.728	0.276	339
5_1_grt	0.0220	2480	0.783	0.283	344
4_1_cts	0.0493	2470	0.748	0.282	343
2_1_floorplan	0.417	1970	0.679	-	206
final cells by class:
| cell class | count | area, µm² |
|---|---|---|
| Fill cell | 906 | 6280 |
| Multi-Input combinational cell | 142 | 1230 |
| Sequential cell | 23 | 576 |
| Timing Repair Buffer | 43 | 404 |
| Tap cell | 108 | 135 |
| Inverter | 24 | 90.1 |
| Clock buffer | 3 | 41.3 |
| Clock inverter | 1 | 7.51 |
timing repair:
action	4_1_cts	5_1_grt
endpoints found under the setup margin	1	2
hold buffers	0	0
buffers inserted	0	1
gates resized	3	2
Power figures rest on the tool's default switching activity, not on a simulated workload.
